===== /design/flow/config.mk =====
export PLATFORM = sky130hd
export DESIGN_NAME = Synchronous_FIFO
export DESIGN_NICKNAME = Synchronous_FIFO
export VERILOG_FILES = /design/flow/design.v
export SDC_FILE = /design/flow/constraint.sdc
export NUM_CORES = 4
export LEC_CHECK = 1
export CORE_UTILIZATION = 30

===== /design/flow/constraint.sdc =====
current_design Synchronous_FIFO

set clk_period 4.3
set clk_io_pct 0.2

create_clock -name clk0 -period $clk_period [get_ports {clk}]

set non_clock_inputs [all_inputs -no_clocks]
set_input_delay [expr $clk_period * $clk_io_pct] -clock clk0 $non_clock_inputs
set_output_delay [expr $clk_period * $clk_io_pct] -clock clk0 [all_outputs]

===== /design/flow/design.v =====
`timescale 1ns / 1ps
module Synchronous_FIFO( clk, rst, buf_in, buf_out, wr_en, rd_en, buf_empty, buf_full, fifo_counter );
input                 rst, clk, wr_en, rd_en;   
input [7:0]           buf_in;                   
output[7:0]           buf_out;                  
output                buf_empty, buf_full;      
output[3 :0] fifo_counter;             
reg[7:0]              buf_out;
reg                   buf_empty, buf_full;
reg[3 :0]    fifo_counter;
reg[3 -1:0]  rd_ptr, wr_ptr;           
reg[7:0]              buf_mem[( 1<<3 ) -1 : 0];  
always @(fifo_counter)
begin
   buf_empty = (fifo_counter==0);   
   buf_full = (fifo_counter== ( 1<<3 ));  
end
always @(posedge clk or posedge rst)
begin
   if( rst )
       fifo_counter <= 0;	
   else if( (!buf_full && wr_en) && ( !buf_empty && rd_en ) )  
       fifo_counter <= fifo_counter;			
   else if( !buf_full && wr_en )			
       fifo_counter <= fifo_counter + 1;
   else if( !buf_empty && rd_en )		
       fifo_counter <= fifo_counter - 1;
   else
      fifo_counter <= fifo_counter;			
end
always @( posedge clk or posedge rst)
begin
   if( rst )
      buf_out <= 0;		
   else
   begin
      if( rd_en && !buf_empty )
         buf_out <= buf_mem[rd_ptr];
      else
         buf_out <= buf_out;		
   end
end
always @(posedge clk)
begin
   if( wr_en && !buf_full )
      buf_mem[ wr_ptr ] <= buf_in;		
   else
      buf_mem[ wr_ptr ] <= buf_mem[ wr_ptr ];
end
always@(posedge clk or posedge rst)
begin
   if( rst )
   begin
      wr_ptr <= 0;
      rd_ptr <= 0;		
   end
   else
   begin
      if( !buf_full && wr_en )    
			wr_ptr <= wr_ptr + 1;		
      else  
			wr_ptr <= wr_ptr;
      if( !buf_empty && rd_en )   
			rd_ptr <= rd_ptr + 1;		
      else 
			rd_ptr <= rd_ptr;
   end
end
endmodule

===== /design/flow/run.sh =====
#!/bin/bash
# OpenROAD 26Q1-2900-gdf79404cd8, Yosys 0.63+post, stock flow scripts
make -C /OpenROAD-flow-scripts/flow DESIGN_CONFIG=/design/flow/config.mk WORK_HOME=/design/flow/orfs finish

==> impl_metrics.tcl <==
# yosys + openroad results
set metrics [dict create \
    status "finished clean" \
    hold_path_class "flop to flop" \
    edf_count 64 \
    synth-seq-cells 82 \
    cts_resized 0 \
    gp_congestion 0.759 \
    yosysTopAreaCell "edfxtp_1" \
    p_leak_nw 1.44 \
    arrival_ns 1.94 \
    num_vias 1793 \
    cp.required_ns 3.44 \
    htreeDepth 3 \
    max_slew_margin 0.431 \
    ys_top_cells_by_count "edfxtp_1, nand2_1, dfrtp_1" \
    fmax_mhz 357 \
    core_area_sq_um 10800 \
    ir_worst_vdd_mv 0.277 \
    antennaDiodeCount 0 \
    finClkSkew_ns 0.0113 \
    post-dp-hpwl_um 3660 \
    drv_cap 0 \
    end_kind "primary output" \
    setup_viol 0 \
    drt_wl_total_um 6050 \
    cts_tree "built" \
    grt_max_degree 35 \
    dp.cells 371 \
    drive_above_1_share 0.186 \
    syn2layout_area_growth_pct 20.9 \
    initCoreUtil 0.307 \
    post_drt_wl_per_cell_um 15.6 \
    row_count 38 \
    cts_root_buf "clkbuf_8" \
    yosysMostFrequentCell "edfxtp_1" \
    synth_area_sq_um 3320 \
    fp.dieW_um 107 \
    cts_sinks 82 \
    cts_setup_buffers 0 \
    grt_overflow_total 0 \
    crit_path_max_fanout 7 \
    finalClockPeriodUsage 0.651 \
    yosysWarnings 1 \
    grtUsageTotal 0.119 \
    worst_pin_slew_ns 0.851 \
    yosys_area_sq_um 3320 \
    met2_usage 0.187 \
    numCtsBuffers 9 \
    grt_pass1_vias 1817 \
    crit_type "flop to primary output" \
    clkLatencyLatePin_ns 0.34 \
    grt_util_met3 0.0564 \
    io_buffers 25 \
    cts.clk_slew.worst_paths_ns 0.08 \
    crit_family "simple AND/OR/NAND/NOR gates" \
    synthTopCellsByArea "edfxtp_1, dfrtp_1, mux2_2" \
    netlist.area_leader.share 0.579 \
    synthDistinctLibCells 30 \
    crit_chain "or4b_4, inv_1, clkdlybuf4s50_1" \
    yosys_cells 207 \
    fin_cells 387 \
    use_met1 0.164 \
    drv_slew 0 \
    min_period_ns 2.80 \
    synthArstFlopShare 0.220 \
    ff_type "edfxtp_1" \
    route.detailed.drc 0 \
    cts_buffer_depth 2 \
    crit_slowest_cell "or4b_4" \
    drt_iter0_markers 86 \
    vias_per_cell 4.63 \
    cts_hold_buf 0 \
    drt_pass1_iterations 4 \
    syn_area_per_cell_sq_um 16.0 \
    io-pin-count 26 \
    fin_setup_tns_ns 0 \
    warning_count 25 \
    ys_seq_frac 0.715 \
    grt_setup_unrepaired "no" \
    cp_num_buf_inv 2 \
    antenna_left 0 \
    die_area_sq_um 11500 \
    hold_violations 0 \
    antenna_found_initial 0 \
    critPathLaunchType "flop" \
    die_h_um 107 \
    slowest_delay_ns 0.59 \
    syn-instance-count 207 \
    grt_pass1_wl_um 9650 \
    grt-busiest-layer "met2" \
    power.density_nw_per_um2 655 \
]
stage by stage:
step | utilization | instance area (sq um) | worst slack, ns | total power [mW] | hold slack (ns)
floorplan | - | 3320 | 1.95 | 1.69 | 0.431
global placement | 0.349 | 3770 | 1.54 | 2.00 | 0.470
detailed placement | 0.349 | 3770 | 1.52 | 2.00 | 0.484
CTS | 0.372 | 4010 | 1.48 | 2.66 | 0.507
global route | 0.372 | 4010 | 1.41 | 2.79 | 0.531
finish | 0.372 | 4010 | 1.50 | 2.63 | 0.496
layout by cell type, fill, tap and decap left out, types with 6 or more instances in the layout:
cell             instances
clkdlybuf4s50_1         25
buf_4                    7
clkbuf_8                 9
a221o_1                  8
mux2i_1                 17
edfxtp_1                64
nand2_1                 19
mux2_2                  16
o21ai_1                  8
o22ai_1                  8
dfrtp_1                 18
xnor2_1                  6
per-layer routing:
layer	wire length (um)	part of all wire	vias up
li1	-	-	867
met1	2580	0.43	860
met2	2870	0.47	59
met3	507	0.084	7
met4	91	0.015	0
met5	0	0	-
final timing paths:
kind	slack, ns	start	depth (start not counted)	endpoint
min reg2reg	0.50	buf_out[6]$_DFFE_PP0P_	2	buf_out[6]$_DFFE_PP0P_
max in group asynchronous	2.88	rst	2	wr_ptr[1]$_DFFE_PP0P_
max reg2reg	1.78	fifo_counter[0]$_DFFE_PP0P_	8	fifo_counter[3]$_DFFE_PP0P_
min in group asynchronous	0.94	rst	2	buf_out[3]$_DFFE_PP0P_
max	1.50	fifo_counter[0]$_DFFE_PP0P_	3	buf_full
min	0.50	buf_out[6]$_DFFE_PP0P_	2	buf_out[6]$_DFFE_PP0P_
worst min-delay path: cells and delay by family, from the launching register on:
family | cells | cell delay (ns)
flops | 1 | 0.35
simple gates | 1 | 0.05
compound gates | 1 | 0.06
kinds of logic after synthesis:
| kind of cell | Yosys count | share of synthesized area |
|---|---|---|
| muxes | 34 | 0.110 |
| adders and majority gates | 5 | 0.0211 |
| DFF | 82 | 0.715 |
| and+or+nand+nor | 39 | 0.0588 |
| AOI/OAI and AO/OA | 29 | 0.0607 |
| buffers and inverters | 11 | 0.0155 |
| xor gates and xnor gates | 7 | 0.0185 |
layout make-up:
| cell class | count | area [sq um] |
|---|---|---|
| clock buffer | 9 | 124 |
| clock inverter | 7 | 118 |
| fill | 996 | 6780 |
| inverter | 3 | 11.3 |
| multi-input combinational | 114 | 907 |
| sequential | 82 | 2370 |
| tap | 140 | 175 |
| timing repair buffer | 32 | 303 |
report_power, final:
group / leakage (nW) / switching [mW] / internal (mW)
logic: 0.525 / 0.385 / 0.432
registers: 0.794 / 0.119 / 1.04
clock network: 0.123 / 0.269 / 0.385
sequential cells by signal, indices dropped and copies added, names as in the netlist:
register	count
buf_mem	64
buf_out	8
rd_ptr	3
wr_ptr	3
fifo_counter	4
Power is estimated from default activity; no workload was simulated.
