File: design.v
`timescale 1ns / 1ps
module Buggy_Synchronous_FIFO( clk, rst, buf_in, buf_out, wr_en, rd_en, buf_empty, buf_full, fifo_counter );
input                 rst, clk, wr_en, rd_en;   
input [7:0]           buf_in;                   
output[7:0]           buf_out;                  
output                buf_empty, buf_full;      
output[3 :0] fifo_counter;             
reg[7:0]              buf_out;
reg                   buf_empty, buf_full;
reg[3 :0]    fifo_counter;
reg[3 -1:0]  rd_ptr, wr_ptr;           
reg[7:0]              buf_mem[( 1<<3 ) -1 : 0];  
always @(fifo_counter)
begin
   buf_empty = (fifo_counter==0);   
   buf_full = (fifo_counter == ( 1<<3 ));  
end
always @(posedge clk or posedge rst)
begin
   if( rst )
       fifo_counter <= 0;	
   else if( (!buf_full && wr_en) && ( !buf_empty && rd_en ) )  
       fifo_counter <= fifo_counter;			
   else if( !buf_full && wr_en )			
       fifo_counter <= fifo_counter + 1;
   else if( !buf_empty && rd_en )		
       fifo_counter <= fifo_counter - 1;
   else
       fifo_counter <= fifo_counter;			
end
always @( posedge clk or posedge rst)
begin
   if( rst )
      buf_out <= 0;		
   else
   begin
      if( rd_en && !buf_empty )
         buf_out <= buf_mem[rd_ptr];
      else
         buf_out <= buf_out;		
   end
end
always @(posedge clk)
begin
   if( wr_en && !buf_full )
      buf_mem[ wr_ptr ] <= buf_in;		
   else
      buf_mem[ wr_ptr ] <= buf_mem[ wr_ptr ];
end
always@(posedge clk or posedge rst)
begin
   if( rst )
   begin
      wr_ptr <= 0;
      rd_ptr <= 0;		
   end
   else
   begin
      if( !buf_full && wr_en )    
			wr_ptr <= wr_ptr + 1;		
      else  
			wr_ptr <= wr_ptr;
      if( !buf_empty && rd_en )   
			rd_ptr <= rd_ptr - 1;		             
      else 
			rd_ptr <= rd_ptr;
   end
end
endmodule
File: run.sh
#!/bin/bash
# OpenROAD 26Q1-2900-gdf79404cd8, Yosys 0.63+post, stock flow scripts
make -C /OpenROAD-flow-scripts/flow DESIGN_CONFIG=/design/flow/config.mk WORK_HOME=/design/flow/orfs finish
File: config.mk
export PLATFORM = sky130hd
export DESIGN_NAME = Buggy_Synchronous_FIFO
export DESIGN_NICKNAME = Buggy_Synchronous_FIFO
export VERILOG_FILES = /design/flow/design.v
export SDC_FILE = /design/flow/constraint.sdc
export NUM_CORES = 4
export LEC_CHECK = 1
export CORE_UTILIZATION = 50
File: constraint.sdc
current_design Buggy_Synchronous_FIFO

set clk_period 4.2
set clk_io_pct 0.2

create_clock -name clk0 -period $clk_period [get_ports {clk}]

set non_clock_inputs [all_inputs -no_clocks]
set_input_delay [expr $clk_period * $clk_io_pct] -clock clk0 $non_clock_inputs
set_output_delay [expr $clk_period * $clk_io_pct] -clock clk0 [all_outputs]
==> impl_metrics.ini <==
; flow metrics
[outcome]
status = completed

[timing]
slew_violations = 0
max_freq_mhz = 360
fin_setup_tns_ns = 0
finalSetupViolations = 0
rsz0062_at_grt = no
fin_crit_sh_pct = 66.2
slew_headroom_pct = 54.9
min_period_ns = 2.78
finClkSkew_ns = 0.00572
hold_viol = 0
tightestPinTransition_ns = 0.674

[cells_and_area]
syn2layout_area_growth_pct = 18.1
finalInstanceArea_mm2 = 0.00392
final_cells = 328
drive_above_1_share_pct = 18.7

[detailed_routing]
ant_nets = 0
drtIter0Drc = 81
drc_errors = 0
viasPerCell = 5.53
firstDrtPassIters = 4
diodes = 0
vias = 1814
routedWlPerCell_um = 17.9
wirelength_um = 5880

[pwr]
ir_worst_vdd_v = 0.000707
power_leakage_nw = 1.44
seqPwrFrac_pct = 44.8
power.internal_mw = 1.85
p_per_area_mw_per_mm2 = 670
p_switching_mw = 0.783
comb_power_share_pct = 32.5
clkPwrFrac_pct = 22.6
swShare_pct = 29.8

[logic_synthesis]
synth.cellmix.compoundShare_pct = 6.26
edf_count = 64
synth_area_mm2 = 0.00332
ys_cells = 207
ys_chip_area_mm2 = 0.00332
top_area_cell = edfxtp_1
syn_inst = 207
area_leaders = edfxtp_1, dfrtp_1, mux2_2
ys.flops = 82
topCombFamilyByArea = multiplexers
syn_avg_cell_area_um2 = 16.0
ys.flop_type = edfxtp_1
synthMuxAreaShare_pct = 11.0
synth_seq_share_pct = 71.5
xor_share_pct = 1.85
ys_top_cells_by_count = edfxtp_1, dfrtp_1, mux2i_1, nand2_1, mux2_2
ys_sh_simple_pct = 5.62
adder_share_pct = 2.11
top_area_share_pct = 57.9
yosys.cell_count.top_type = edfxtp_1
synth.distinct_cells = 31
synthArstFlopShare_pct = 22.0
ys_warn_count = 1

[hold_path]
worstHoldEndpoint = buf_out[5]
hold_depth = 2
hp-class = flip-flop to flip-flop
hold_start = buf_out[5]

[global_routing]
grt_max_degree = 35
grt-ovfl-total = 0
antenna_found_initial = 0
grt_pass1_vias = 1797
track_usage_pct = 19.5
grt_pass1_wl_um = 9390

[floorplanning]
ioPinCount = 26
chipArea_mm2 = 0.00697
die_x_um = 83.5
rows = 29
die_h_um = 83.5
core-area_mm2 = 0.00639
fp_util_pct = 52.0

[clock_tree]
cts-root-buf = clkbuf_8
clk_pin_slew_ns = 0.08
cts_sinks = 82
cts_hold_buffers = 0
cts_tree = built
cts_made_buffers = 9
post-cts-setup-buffers = 0
clock_path_buffers = 2
ctsHtreeMaxLevel = 3
cts_resized = 0
clock_latency_ns = 0.34

[setup_path]
cp_num_buf_inv = 2
critPathMaxFanout = 7
cp_top_family = simple AND/OR/NAND/NOR gates
reg2reg_depth = 8
critPathRequiredTime_ns = 3.36
timing.rr.end = fifo_counter[3]
crit_slowest_cell = or4b_4
reg2reg_from = fifo_counter[0]
cp-start-kind = flip-flop
cp_cell_sequence = or4b_4 -> inv_1 -> clkdlybuf4s50_1
critPathKind = flip-flop to output pin
slowest_delay_ns = 0.59
end_kind = output pin
reg2reg_slack_ns = 1.59
arrival_ns = 1.94

[place]
detailed_place_hpwl_um = 3720
port_buffers = 25
dpl_cell_area_mm2 = 0.00371
place_inst = 312
routabilityCongestion = 0.881

[run]
warnings = 25
cap_violations = 0
==> state kept, by name, indices dropped and copies added, names as in the netlist <==
register      count
buf_mem          64
buf_out           8
fifo_counter      4
rd_ptr            3
wr_ptr            3
==> cell families (layout without fill, tap and decap cells) <==
logic type                 count (synthesis)  in the layout
adders and majority gates                  5              5
DFF                                       82             82
muxes                                     34             34
and+or+nand+nor                           37             37
xor gates and xnor gates                   7              7
buffers and inverters                     12             56
AOI/OAI and AO/OA                         30             30
==> worst max-delay path by stage <==
stage | start | to | slack, ns | cells after the start
CTS | fifo_counter[0] | buf_full | 1.40 | 3
finish | fifo_counter[0] | buf_full | 1.42 | 3
global route | fifo_counter[0] | buf_full | 1.35 | 3
==> cell type report <==
cell class	count	area, um2
fill	459	2460
sequential	82	2370
multi-input combinational	113	898
timing repair buffer	35	325
clock buffer	11	131
tap	77	96.3
clock inverter	5	78.8
inverter	5	18.8
==> placed cells by master (no fill, tap or decap), types with 2 or more instances in the layout <==
cell,netlist,routed
a21oi_1,3,3
a221o_1,8,8
buf_4,2,10
bufinv_16,0,2
clkbuf_1,1,2
clkbuf_8,0,9
clkdlybuf4s50_1,0,25
clkinv_2,0,2
dfrtp_1,18,18
edfxtp_1,64,64
ha_1,4,4
inv_1,4,4
mux2_2,16,16
mux2i_1,17,17
nand2_1,17,17
nand2b_1,3,3
nor2_1,5,5
nor3_1,5,5
nor4_1,2,2
o21ai_0,9,9
o22ai_1,8,8
xnor2_1,6,6
==> worst min-delay path, delay by kind of cell, from the launching register on <==
kind            cells  cell delay [ns]
compound gates      1             0.06
flops               1             0.34
simple gates        1             0.05
==> power by group through the flow <==
| stage | sequential (mW) | combinational, mW | clock (mW) |
|---|---|---|---|
| 6_report | 1.18 | 0.855 | 0.595 |
| 5_1_grt | 1.20 | 0.942 | 0.644 |
| 4_1_cts | 1.18 | 0.872 | 0.602 |
==> metal layers <==
metal  up-vias  share of wire, %  global-route usage, %
met5         -                 0                      0
met4         0              0.41                   2.31
met3         2               8.3                   7.93
met2        68                50                   28.8
met1       876                41                   31.9
li1        868                 -                      -
==> through the flow <==
| step | power (mW) | hold WS [ns] | util (%) | setup WS, ns |
|---|---|---|---|---|
| final | 2.63 | 0.485 | 61.4 | 1.42 |
| after global routing | 2.79 | 0.512 | 61.4 | 1.35 |
| after CTS | 2.65 | 0.491 | 61.4 | 1.40 |
| after detailed placement | 2.06 | 0.473 | 58.1 | 1.25 |
| after global placement | 2.03 | 0.465 | 58.1 | 1.31 |
| after floorplan | 1.72 | 0.426 | - | 1.74 |
No activity file was given, so power comes from the tool's default toggle rates.
